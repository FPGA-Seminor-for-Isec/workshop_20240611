<file path="/design/flow/config.mk">
export PLATFORM = sky130hd
export DESIGN_NAME = registers
export DESIGN_NICKNAME = registers
export VERILOG_FILES = /design/flow/design.v
export SDC_FILE = /design/flow/constraint.sdc
export NUM_CORES = 4
export LEC_CHECK = 1
export CORE_UTILIZATION = 40
</file>
<file path="/design/flow/constraint.sdc">
current_design registers

set clk_period 6.8
set clk_io_pct 0.2

create_clock -name clk0 -period $clk_period [get_ports {axi_clk}]

set non_clock_inputs [all_inputs -no_clocks]
set_input_delay [expr $clk_period * $clk_io_pct] -clock clk0 $non_clock_inputs
set_output_delay [expr $clk_period * $clk_io_pct] -clock clk0 [all_outputs]
</file>
<file path="/design/flow/design.v">
module registers (
	input										axi_clk							,
	input			[11:0]						h2f_axi_awid					,
	input			[29:0]						h2f_axi_awaddr					,
	input										h2f_axi_awvalid					,
	output										h2f_axi_awready					,
	input			[31:0]						h2f_axi_wdata					,
	input			[3:0]						h2f_axi_wstrb					,
	input										h2f_axi_wlast					,
	input										h2f_axi_wvalid					,
	output										h2f_axi_wready					,
	output			[11:0]						h2f_axi_bid						,
	output			[1:0]						h2f_axi_bresp					,
	output										h2f_axi_bvalid					,
	input										h2f_axi_bready					,
	input			[11:0]						h2f_axi_arid					,
	input			[29:0]						h2f_axi_araddr					,
	input			[3:0]						h2f_axi_arlen					,
	input										h2f_axi_arvalid					,
	output										h2f_axi_arready					,
	output			[11:0] 						h2f_axi_rid						,
	output			[31:0]						h2f_axi_rdata					,
	output			[1:0]						h2f_axi_rresp					,
	output										h2f_axi_rlast					,
	output										h2f_axi_rvalid					,
	input										h2f_axi_rready					,
	input			[31:0]						reg_fpga_rev					,
	input										reg_sw1_4						,
	input										reg_sw1_3						,
	input										reg_sw1_2						,
	input										reg_sw1_1						,
	output										reg_jp3_4						,
	output										reg_jp3_3						,
	output										reg_jp3_2						,
	output										reg_jp3_1						,
	output										reg_led_8						,
	output										reg_led_7						,
	output										reg_led_6						,
	input										reg_led_5						,
	output			[20:1]						reg_jp5							,
	output			[6:1]						reg_jp4_rxn						,
	output			[6:1]						reg_jp4_rxp						,
	output			[6:1]						reg_jp4_txn						,
	output			[6:1]						reg_jp4_txp						,
	input										axi_rst							);
	wire			[11:0]				axi_i_awid						;
	wire			[6:2]				axi_i_awaddr					;
	wire								axi_i_awvalid					;
	wire								axi_o_awready					;
	wire			[31:0]				axi_i_wdata						;
	wire			[3:0]				axi_i_wstrb						;
	wire								axi_i_wlast						;
	wire								axi_i_wvalid					;
	wire								axi_o_wready_in					;
	reg									axi_o_wready					;
	wire			[11:0]				axi_o_bid_in					;
	reg				[11:0]				axi_o_bid						;
	wire			[1:0]				axi_o_bresp						;
	wire								axi_o_bvalid_in					;
	reg									axi_o_bvalid					;
	wire								axi_i_bready					;
	wire			[11:0]				axi_i_arid						;
	wire			[6:2]				axi_i_araddr					;
	wire			[3:0]				axi_i_arlen						;
	wire								axi_i_arvalid					;
	wire								axi_o_arready_in				;
	reg									axi_o_arready					;
	wire			[11:0] 				axi_o_rid_in					;
	reg				[11:0] 				axi_o_rid						;
	wire			[31:0]				axi_o_rdata_in					;
	reg				[31:0]				axi_o_rdata						;
	wire			[1:0]				axi_o_rresp						;
	wire								axi_o_rlast_in					;
	reg									axi_o_rlast						;
	wire								axi_o_rvalid_in					;
	reg									axi_o_rvalid					;
	wire								axi_i_rready					;
	wire								wadr_val						;
	wire								wdat_val						;
	wire								wr_act_in						;
	reg									wr_act							;
	reg				[6:2]				set_wadr_in						;
	reg				[6:2]				set_wadr						;
	wire			[6:2]				wr_adr_in						;
	reg				[6:2]				wr_adr							;
	wire			[31:0]				wr_dat_in						;
	reg				[31:0]				wr_dat							;
	wire			[3:0]				wr_stb_in						;
	reg				[3:0]				wr_stb							;
	wire								wr_done							;
	wire								radr_val						;
	reg									radr_val_1st					;
	reg									radr_val_2nd					;
	wire								rdat_val						;
	reg									rdat_val_1st					;
	reg				[6:2]				rd_adr_in						;
	reg				[6:2]				rd_adr							;
	wire								set_rdat						;
	reg				[3:0]				rd_cnt_in						;
	reg				[3:0]				rd_cnt							;
	wire								rd_cnt_zero						;
	wire								rd_cnt_last						;
	wire								rlast_set						;
	wire								rd_done_in						;
	reg									rd_done							;
	reg				[31:0]				rd_dat							;
	wire			[31:0]				fpga_rev						;
	wire								board_sw1_4						;
	wire								board_sw1_3						;
	wire								board_sw1_2						;
	wire								board_sw1_1						;
	reg									board_jp3_4						;
	reg									board_jp3_3						;
	reg									board_jp3_2						;
	reg									board_jp3_1						;
	reg									board_led_8						;
	reg									board_led_7						;
	reg									board_led_6						;
	wire								board_led_5						;
	reg				[20:1]				board_jp5						;
	reg				[6:1]				board_jp4_rxn					;
	reg				[6:1]				board_jp4_rxp					;
	reg				[6:1]				board_jp4_txn					;
	reg				[6:1]				board_jp4_txp					;
	wire			[31:0]				reg_00h							;
	wire			[31:0]				reg_04h							;
	wire			[31:0]				reg_08h							;
	wire			[31:0]				reg_0ch							;
	localparam PRM_RESP_OKAY	= 2'b00;
	localparam PRM_00H	= 5'b00000;
	localparam PRM_04H	= 5'b00001;
	localparam PRM_08H	= 5'b00010;
	localparam PRM_0CH	= 5'b00011;
	assign axi_i_awvalid		= h2f_axi_awvalid;
	assign axi_i_awaddr[6:2]	= h2f_axi_awaddr[6:2];
	assign axi_i_awid			= h2f_axi_awid;
	assign axi_i_wvalid			= h2f_axi_wvalid;
	assign axi_i_wlast			= h2f_axi_wlast;
	assign axi_i_wdata			= h2f_axi_wdata;
	assign axi_i_wstrb			= h2f_axi_wstrb;
	assign axi_i_bready			= h2f_axi_bready;
	assign axi_i_arvalid		= h2f_axi_arvalid;
	assign axi_i_araddr[6:2]	= h2f_axi_araddr[6:2];
	assign axi_i_arid			= h2f_axi_arid;
	assign axi_i_arlen			= h2f_axi_arlen;
	assign axi_i_rready			= h2f_axi_rready;
	assign h2f_axi_awready	= axi_o_awready;
	assign h2f_axi_wready	= axi_o_wready;
	assign h2f_axi_bvalid	= axi_o_bvalid;
	assign h2f_axi_bresp	= axi_o_bresp;
	assign h2f_axi_bid		= axi_o_bid;
	assign h2f_axi_arready	= axi_o_arready;
	assign h2f_axi_rvalid	= axi_o_rvalid;
	assign h2f_axi_rlast	= axi_o_rlast;
	assign h2f_axi_rdata	= axi_o_rdata;
	assign h2f_axi_rid		= axi_o_rid;
	assign h2f_axi_rresp	= axi_o_rresp;
	assign board_sw1_4	= reg_sw1_4;
	assign board_sw1_3	= reg_sw1_3;
	assign board_sw1_2	= reg_sw1_2;
	assign board_sw1_1	= reg_sw1_1;
	assign fpga_rev		= reg_fpga_rev;
	assign board_led_5	= reg_led_5;
	assign reg_jp3_4	= board_jp3_4;
	assign reg_jp3_3	= board_jp3_3;
	assign reg_jp3_2	= board_jp3_2;
	assign reg_jp3_1	= board_jp3_1;
	assign reg_led_8	= board_led_8;
	assign reg_led_7	= board_led_7;
	assign reg_led_6	= board_led_6;
	assign reg_jp5		= board_jp5;
	assign reg_jp4_rxn	= board_jp4_rxn;
	assign reg_jp4_rxp	= board_jp4_rxp;
	assign reg_jp4_txn	= board_jp4_txn;
	assign reg_jp4_txp	= board_jp4_txp;
	assign wadr_val = axi_o_awready & axi_i_awvalid;
	assign wdat_val = axi_o_wready  & axi_i_wvalid;
	always @ (posedge axi_clk)
	begin
		if(axi_rst)
		begin
			wr_act <= 1'b0;
		end
		else
		begin
			wr_act <= wr_act_in;
		end
	end
	assign wr_act_in = wadr_val | (wr_act & ~wr_done);
	assign axi_o_awready = ~wr_act;
	always @ (posedge axi_clk)
	begin
		set_wadr <= set_wadr_in;
	end
	always @ (wadr_val, wdat_val, axi_i_awaddr, set_wadr)
	begin
		case ({wadr_val, wdat_val})
			2'b10	: set_wadr_in <= axi_i_awaddr;
			2'b01	: set_wadr_in <= set_wadr + 5'b00001;
			default	: set_wadr_in <= set_wadr;
		endcase
	end
	always @ (posedge axi_clk)
	begin
		if(axi_rst)
		begin
			axi_o_wready <= 1'b0;
		end
		else
		begin
			axi_o_wready <= axi_o_wready_in;
		end
	end
	assign axi_o_wready_in = wadr_val | (axi_o_wready & ~(axi_i_wvalid & axi_i_wlast));
	always @ (posedge axi_clk)
	begin
		wr_adr <= wr_adr_in;
		wr_dat <= wr_dat_in;
		wr_stb <= wr_stb_in;
	end
	assign wr_adr_in = set_wadr;
	assign wr_dat_in = axi_i_wdata;
	assign wr_stb_in = wdat_val ? axi_i_wstrb : 4'b0000;
	assign axi_o_bresp = PRM_RESP_OKAY;
	always @ (posedge axi_clk)
	begin
		if(axi_rst)
		begin
			axi_o_bvalid <= 1'b0;
		end
		else
		begin
			axi_o_bvalid <= axi_o_bvalid_in;
		end
	end
	assign axi_o_bvalid_in = (wdat_val & axi_i_wlast) | (axi_o_bvalid & ~axi_i_bready);
	always @ (posedge axi_clk)
	begin
		axi_o_bid <= axi_o_bid_in;
	end
	assign axi_o_bid_in = wadr_val ? axi_i_awid : axi_o_bid;
	assign wr_done = axi_o_bvalid & axi_i_bready;
	assign radr_val = axi_o_arready & axi_i_arvalid;
	assign rdat_val = axi_i_rready  & axi_o_rvalid;
	always @ (posedge axi_clk)
	begin
		radr_val_1st <= radr_val;
		radr_val_2nd <= radr_val_1st;
		rdat_val_1st <= rdat_val;
	end
	always @ (posedge axi_clk)
	begin
		if(axi_rst)
		begin
			axi_o_arready <= 1'b1;
		end
		else
		begin
			axi_o_arready <= axi_o_arready_in;
		end
	end
	assign axi_o_arready_in = rd_done | (axi_o_arready & ~radr_val);
	always @ (posedge axi_clk)
	begin
		rd_adr <= rd_adr_in;
	end
	always @ (radr_val, radr_val_1st, rdat_val, axi_i_araddr, rd_adr)
	begin
		case ({radr_val, (radr_val_1st | rdat_val)})
			2'b10	: rd_adr_in <= axi_i_araddr;
			2'b01	: rd_adr_in <= rd_adr + 5'b00001;
			default	: rd_adr_in <= rd_adr;
		endcase
	end
	always @ (posedge axi_clk)
	begin
		axi_o_rdata <= axi_o_rdata_in;
	end
	assign set_rdat = radr_val_2nd | rdat_val | rdat_val_1st;
	assign axi_o_rdata_in = set_rdat ? rd_dat : axi_o_rdata;
	always @ (posedge axi_clk)
	begin
		rd_cnt <= rd_cnt_in;
	end
	always @ (radr_val, rdat_val, axi_i_arlen, rd_cnt)
	begin
		case ({radr_val, rdat_val})
			2'b10	: rd_cnt_in <= axi_i_arlen;
			2'b01	: rd_cnt_in <= rd_cnt - 4'b0001;
			default	: rd_cnt_in <= rd_cnt;
		endcase
	end
	assign rd_cnt_zero = (rd_cnt == 4'b0000) ? 1'b1 : 1'b0;
	assign rd_cnt_last = (rd_cnt == 4'b0001) ? 1'b1 : 1'b0;
	always @ (posedge axi_clk)
	begin
		if(axi_rst)
		begin
			axi_o_rlast <= 1'b0;
		end
		else
		begin
			axi_o_rlast <= axi_o_rlast_in;
		end
	end
	assign rlast_set = (radr_val_2nd & rd_cnt_zero) | (rd_cnt_last & rdat_val);
	assign axi_o_rlast_in = rlast_set | (axi_o_rlast & ~axi_i_rready);
	always @ (posedge axi_clk)
	begin
		if(axi_rst)
		begin
			axi_o_rvalid <= 1'b0;
		end
		else
		begin
			axi_o_rvalid <= axi_o_rvalid_in;
		end
	end
	assign axi_o_rvalid_in = radr_val_2nd | (axi_o_rvalid & ~(axi_o_rlast & axi_i_rready));
	assign axi_o_rresp = PRM_RESP_OKAY;
	always @ (posedge axi_clk)
	begin
		axi_o_rid <= axi_o_rid_in;
	end
	assign axi_o_rid_in = radr_val ? axi_i_arid : axi_o_rid;
	always @ (posedge axi_clk)
	begin
		rd_done <= rd_done_in;
	end
	assign rd_done_in = axi_o_rlast & rdat_val;
	always @ (posedge axi_clk)
	begin
		if(axi_rst)
		begin
			board_jp3_4		<= 1'b0;
			board_jp3_3		<= 1'b0;
			board_jp3_2		<= 1'b0;
			board_jp3_1		<= 1'b0;
			board_led_8		<= 1'b1;
			board_led_7		<= 1'b1;
			board_led_6		<= 1'b1;
			board_jp5		<= {20{1'b1}};
			board_jp4_rxn	<= {6{1'b1}};
			board_jp4_rxp	<= {6{1'b1}};
			board_jp4_txn	<= {6{1'b1}};
			board_jp4_txp	<= {6{1'b1}};
		end
		else
		begin
			if(wr_act)
			begin
				case (wr_adr[6:2])
					PRM_04H	:
					begin
						if(wr_stb[1])	begin	board_jp3_4			<= wr_dat[11];
												board_jp3_3			<= wr_dat[10];
												board_jp3_2			<= wr_dat[09];
												board_jp3_1			<= wr_dat[08];		end
						if(wr_stb[0])	begin	board_led_8			<= wr_dat[03];
												board_led_7			<= wr_dat[02];
												board_led_6			<= wr_dat[01];		end
					end
					PRM_08H	:
					begin
						if(wr_stb[2])	begin	board_jp5[20:17]	<= wr_dat[19:16];	end
						if(wr_stb[1])	begin	board_jp5[16:09]	<= wr_dat[15:08];	end
						if(wr_stb[0])	begin	board_jp5[08:01]	<= wr_dat[07:00];	end
					end
					PRM_0CH	:
					begin
						if(wr_stb[3])	begin	board_jp4_rxn[6:1]	<= wr_dat[29:24];	end
						if(wr_stb[2])	begin	board_jp4_rxp[6:1]	<= wr_dat[21:16];	end
						if(wr_stb[1])	begin	board_jp4_txn[6:1]	<= wr_dat[13:08];	end
						if(wr_stb[0])	begin	board_jp4_txp[6:1]	<= wr_dat[05:00];	end
					end
				endcase
			end
		end
	end
	always @ (posedge axi_clk)
	begin
		if(axi_rst)
		begin
			rd_dat <= {32{1'b0}};
		end
		else
		begin
			case (rd_adr[6:2])
				PRM_00H	: rd_dat <= reg_00h;
				PRM_04H	: rd_dat <= reg_04h;
				PRM_08H	: rd_dat <= reg_08h;
				PRM_0CH	: rd_dat <= reg_0ch;
				default	: rd_dat <= {32{1'b0}};
			endcase
		end
	end
	assign reg_00h[31:00] = fpga_rev;
	assign reg_04h[31:24] = 8'b00000000;
	assign reg_04h[23:20] = 4'b0000;
	assign reg_04h[19]    = board_sw1_4;
	assign reg_04h[18]    = board_sw1_3;
	assign reg_04h[17]    = board_sw1_2;
	assign reg_04h[16]    = board_sw1_1;
	assign reg_04h[15:12] = 4'b0000;
	assign reg_04h[11]    = board_jp3_4;
	assign reg_04h[10]    = board_jp3_3;
	assign reg_04h[09]    = board_jp3_2;
	assign reg_04h[08]    = board_jp3_1;
	assign reg_04h[07:04] = 4'b0000;
	assign reg_04h[03]    = board_led_8;
	assign reg_04h[02]    = board_led_7;
	assign reg_04h[01]    = board_led_6;
	assign reg_04h[00]    = board_led_5;
	assign reg_08h[31:24] = 8'b00000000;
	assign reg_08h[23:20] = 4'b0000;
	assign reg_08h[19:00] = board_jp5[20:1];
	assign reg_0ch[31:30] = 2'b00;
	assign reg_0ch[29:24] = board_jp4_rxn[6:1];
	assign reg_0ch[23:22] = 2'b00;
	assign reg_0ch[21:16] = board_jp4_rxp[6:1];
	assign reg_0ch[15:14] = 2'b00;
	assign reg_0ch[13:08] = board_jp4_txn[6:1];
	assign reg_0ch[07:06] = 2'b00;
	assign reg_0ch[05:00] = board_jp4_txp[6:1];
endmodule
</file>
<file path="/design/flow/run.sh">
#!/bin/bash
# OpenROAD 26Q1-2900-gdf79404cd8, Yosys 0.63+post, stock flow scripts
make -C /OpenROAD-flow-scripts/flow DESIGN_CONFIG=/design/flow/config.mk WORK_HOME=/design/flow/orfs finish
</file>
==> results.rst <==
Implementation results
======================

.. list-table::
   :header-rows: 1

   * - Metric
     - Value
   * - Slack of the worst reg-to-reg path
     - roughly 4800 ps
   * - Number of diodes
     - 0
   * - Worst-case clock skew
     - around 10 ps
   * - Post-place instance area
     - around 9400 µm²
   * - Average cell area after synthesis
     - roughly 13 µm²
   * - Netlist Area Pre-Place
     - 6890 µm²
   * - Vias in the first global route
     - around 4.7k
   * - Required time at the endpoint of the critical path
     - roughly 7000 ps
   * - Yosys top cell by instances
     - sky130_fd_sc_hd__dfxtp_1
   * - Type of element launching the critical path
     - input port
   * - Fin. max-slew vios
     - 0
   * - Post-CTS Hold Fix Bufs
     - 0
   * - Buffers inserted by post-CTS timing repair
     - 0
   * - Yosys warning tally
     - 1
   * - Hold WS
     - between 300 and 400 ps
   * - Synth Register Bits
     - 200
   * - Synth cell count leaders
     - sky130_fd_sc_hd__dfxtp_1 (130), sky130_fd_sc_hd__nor2_1 (105), sky130_fd_sc_hd__edfxtp_1 (70)
   * - Critical path, cell by cell
     - clkdlybuf4s50_1, and2_1, or2_2, ha_1, mux2_2
   * - Total cell area reported by yosys after synthesis
     - between 6000 and 7000 µm²
   * - Summed area of non-filler cells in the final layout
     - ~10000 µm²
   * - Chip Area
     - between 15000 and 20000 µm²
   * - Number of search-and-repair iterations in the first detailed-routing pass
     - 4
   * - Share of cells above drive strength 1
     - around 6.5%
   * - Average wire per standard cell
     - 16.1 µm
   * - Final cell count without fillers
     - 1006
   * - Critical Path Sink Type
     - flop
   * - RSZ-0062 raised after global routing
     - false
   * - Crit. path cell count
     - 5
   * - Sequential area share after synthesis
     - about two thirds
   * - Initial antenna violation count
     - 0
   * - Number of cell instances after yosys synthesis
     - approximately 550
   * - Worst IR Drop VDD
     - roughly 0.22 mV
   * - Core area
     - between 15000 and 20000 µm²
   * - Synthesis-to-finish area growth
     - 44.4%
   * - Root buffer selected by CTS
     - sky130_fd_sc_hd__clkbuf_16
   * - Slowest cell on the critical path
     - sky130_fd_sc_hd__clkdlybuf4s50_1
   * - Clock tree from TritonCTS
     - done
   * - Cell leakage power
     - ~3.7 nW
   * - Clk buf depth
     - 2
   * - Count of port buffers added during placement
     - 227
   * - Status
     - finished, final reports clean
   * - Endpoint of the lowest-slack register-to-register path
     - rd_dat[13]
   * - Count of library flops with an enable pin
     - roughly 70
   * - HP Class
     - flop to flop
   * - Final setup violation count
     - 0
   * - Final period demand of the worst path
     - 2780 ps
   * - Combined area of the multi-input logic cells
     - around 2000 µm²
   * - Area contributors post-synth
     - sky130_fd_sc_hd__dfxtp_1 (38%), sky130_fd_sc_hd__edfxtp_1 (31%), sky130_fd_sc_hd__mux2i_1 (7.6%)
   * - Vertical extent of the die
     - 133 µm
   * - Pin count of the biggest net entering global routing
     - between 50 and 60
   * - Starting utilization of the core area
     - about two fifths
   * - Slew at the pin with the worst max-slew slack
     - 814 ps
   * - Top FF cell, synth
     - sky130_fd_sc_hd__dfxtp_1
   * - Routed vias/inst
     - around 4.8
   * - Sum Neg Setup Slack
     - 0 ps
   * - Grt ovf
     - 0
   * - DP Cell Count
     - slightly below 1k
   * - First-pass GRT wire length
     - roughly 25 mm
   * - Initial detailed-routing violation count
     - between 150 and 200
   * - Die width
     - between 100 and 150 µm
   * - Number of nets still failing antenna checks after routing
     - 0
   * - Placer's final routability congestion estimate
     - around 0.82
   * - Area share of the largest cell type after synthesis
     - 37.8%
   * - Number of cell rows
     - between 40 and 50
   * - Num ports
     - between 200 and 300
   * - Number of distinct library cell variants in the gate-level netlist after synthesis
     - 38
   * - Reg clk slew, reported paths
     - 70 ps
   * - Worst Setup Slack post-DPL
     - 3610 ps
   * - Total wire length
     - about 16 mm
   * - Normalized max-slew margin
     - 45.7%
   * - Reg area
     - between 4000 and 5000 µm²
   * - Crit path max-delay family
     - buffers and inverters
   * - Number of sinks on the clock net
     - around 200
   * - Cell type with the largest total area after synthesis
     - sky130_fd_sc_hd__dfxtp_1
   * - DRC Markers
     - 0
   * - CP Data Arrival Time
     - approximately 3000 ps
   * - R2R Path Start
     - rd_adr[2]
   * - Total global routing track utilization
     - 19.4%
   * - Number of clock buffers inserted by TritonCTS
     - 17
   * - Depth of the worst register-to-register path
     - 5
   * - Final worst setup slack
     - 4020 ps
   * - Clock latency at the later pin of the worst-skew pair
     - between 400 and 500 ps
   * - Total buffers and inverters traversed by the critical path
     - 1
   * - Cell count after synthesis
     - roughly 550
   * - Maximum fanout along the worst path
     - 8
   * - Cell resize tally after clock tree synthesis
     - 0
   * - Fmax
     - between 0.3 and 0.4 GHz
   * - H-tree depth
     - 4
   * - End point of the critical path
     - rd_adr[3]
   * - Critical path class
     - input port to flop
   * - Number of failing hold endpoints at the final stage
     - 0
   * - Largest stage delay, worst path
     - 510 ps
   * - Number of filler cells placed in the layout
     - around 1.3k
   * - Total power density per cell area
     - between 200 and 300 nW/µm²
   * - Maximum Capacitance Violations
     - 0
   * - Final period utilization
     - between 40% and 50%
   * - Crit path launch
     - h2f_axi_rready
   * - DPL Wire Length
     - approximately 12 mm
   * - Number of vias in the routed layout
     - roughly 4.8k
   * - Async set-or-reset flop fraction in the synthesized netlist
     - 0%
   * - Worst hold path startpoint
     - radr_val_1st
   * - Number of warnings the tools reported
     - between 80 and 90
-- layout make-up --
type | count | area share [%]
sequential | 200 | 47.3
clock inverter | 13 | 1.51
inverter | 12 | 0.453
tap | 220 | 2.77
multi-input combinational | 307 | 20.2
timing repair buffer | 235 | 23.4
clock buffer | 19 | 4.35
-- logic make-up (layout without fill, tap and decap cells) --
group | Yosys count | count (layout) | synth area share (%)
AND-OR/OR-AND | 70 | 70 | 6.94
XOR/XNOR | 8 | 8 | 1.02
adder cells (fa/ha/maj) | 11 | 11 | 2.00
buffers and inverters | 47 | 279 | 3.03
flip-flops | 200 | 200 | 68.3
multiplexers | 55 | 55 | 8.04
other | 1 | 4 | 0.0544
AND/OR/NAND/NOR | 159 | 159 | 10.6
-- worst min-delay path by stage --
stage / cells after the start / slack [ps] / to
5_1_grt: 0 / 360 / radr_val_2nd
4_1_cts: 0 / 360 / radr_val_2nd
6_report: 0 / 350 / radr_val_2nd
-- power breakdown --
group	switching, mW	internal, mW	leakage (nW)	total [mW]
Sequential	0.0271	1.30	1.76	1.33
Combinational	0.117	0.154	1.67	0.271
Clock	0.423	0.577	0.284	1.00
-- sequential cells by signal, indices dropped and copies added (netlist names), 6 cells and up --
signal         count
axi_o_bid         12
axi_o_rdata       32
axi_o_rid         12
board_jp4_rxn      6
board_jp4_rxp      6
board_jp4_txn      6
board_jp4_txp      6
board_jp5         20
rd_dat            32
wr_dat            28
-- layer usage --
layer  up-vias  track usage [%]  wire, µm
li1       2369                -         -
met1      2262             30.2      7260
met2       149             29.9      7720
met3         7             5.36      1110
met4         0             1.89       157
met5         -                0         0
-- placed cells by master, fill, tap and decap left out, types with 4 or more instances in the layout --
master | synthesis | final
sky130_fd_sc_hd__clkdlybuf4s50_1 | 0 | 226
sky130_fd_sc_hd__dfxtp_1 | 130 | 130
sky130_fd_sc_hd__nor2_1 | 105 | 105
sky130_fd_sc_hd__edfxtp_1 | 70 | 70
sky130_fd_sc_hd__mux2i_1 | 52 | 52
sky130_fd_sc_hd__a22oi_1 | 37 | 37
sky130_fd_sc_hd__a21oi_1 | 26 | 26
sky130_fd_sc_hd__clkbuf_16 | 0 | 17
sky130_fd_sc_hd__inv_1 | 12 | 12
sky130_fd_sc_hd__ha_1 | 11 | 11
sky130_fd_sc_hd__nand2_1 | 9 | 9
sky130_fd_sc_hd__and3_1 | 9 | 9
sky130_fd_sc_hd__nand2b_1 | 9 | 9
sky130_fd_sc_hd__nand3_1 | 8 | 8
sky130_fd_sc_hd__buf_4 | 4 | 8
sky130_fd_sc_hd__xor2_1 | 4 | 4
sky130_fd_sc_hd__xnor2_1 | 4 | 4
sky130_fd_sc_hd__a222oi_1 | 4 | 4
sky130_fd_sc_hd__conb_1 | 1 | 4
-- through the flow --
stage	total power [mW]	util, %
6_report	2.60	59.6
5_1_grt	2.71	59.6
4_1_cts	2.63	59.6
3_5_place_dp	1.63	56.1
3_3_place_gp	1.63	56.1
2_1_floorplan	1.46	-
Power and IR drop assume default switching activity.
